==> config.mk <==
export PLATFORM = sky130hd
export DESIGN_NAME = iot_soc_top
export DESIGN_NICKNAME = iot_soc_top
export VERILOG_FILES = /design/flow/design.v
export SDC_FILE = /design/flow/constraint.sdc
export NUM_CORES = 4
export LEC_CHECK = 1
export CORE_AREA = 10 10 70 70
export DIE_AREA = 0 0 80 80
export SYNTH_MEMORY_MAX_BITS = 65536
==> constraint.sdc <==
current_design iot_soc_top

set clk_period 1.6
set clk_io_pct 0.2

create_clock -name clk0 -period $clk_period [get_ports {clk}]

set non_clock_inputs [all_inputs -no_clocks]
set_input_delay [expr $clk_period * $clk_io_pct] -clock clk0 $non_clock_inputs
set_output_delay [expr $clk_period * $clk_io_pct] -clock clk0 [all_outputs]
==> design.v <==
module apb_bus (
    input  [31:0] addr,
    output        gpio_sel,
    output        uart_sel
);
    assign gpio_sel = (addr[15:8] == 8'h01);  
    assign uart_sel = (addr[15:8] == 8'h02);  
endmodule
module cpu_core (
    input         clk,
    input         reset_n,
    output [31:0] imem_addr,
    input  [31:0] imem_rdata,
    output [31:0] dmem_addr,
    output [31:0] dmem_wdata,
    output        dmem_we,
    input  [31:0] dmem_rdata
);
    reg [31:0] pc;
    reg [31:0] regfile [0:31];
    wire [6:0] opcode = imem_rdata[6:0];
    assign imem_addr  = pc;
    assign dmem_addr  = regfile[1];    
    assign dmem_wdata = regfile[2];    
    assign dmem_we    = (opcode == 7'b0100011);  
    integer i;
    always @(posedge clk or negedge reset_n) begin
        if(!reset_n) begin
            pc <= 0;
            for(i=0;i<32;i=i+1)
                regfile[i] <= 0;
        end else begin
            pc <= pc + 4;
        end
    end
endmodule
module gpio (
    input         PCLK,
    input         PRESETn,
    input         PSEL,
    input         PWRITE,
    input  [31:0] PWDATA,
    output [31:0] PRDATA,
    output [7:0]  gpio_out
);
    reg [7:0] gpio_reg;
    assign gpio_out = gpio_reg;
    assign PRDATA   = {24'h0, gpio_reg};
    always @(posedge PCLK or negedge PRESETn) begin
        if(!PRESETn)
            gpio_reg <= 8'h00;
        else if(PSEL && PWRITE)
            gpio_reg <= PWDATA[7:0];
    end
endmodule
module instr_mem (
    input  [31:0] addr,
    output [31:0] rdata
);
    reg [31:0] mem [0:255];
    initial begin
        mem[0] = 32'h0020A023;  
    end
    assign rdata = mem[addr[9:2]];
endmodule
module iot_soc_top (
    input         clk,
    input         reset_n,
    output [7:0]  gpio_out,
    output        uart_tx
);
    wire [31:0] imem_addr, imem_rdata;
    wire [31:0] dmem_addr, dmem_wdata, dmem_rdata;
    wire        dmem_we;
    wire gpio_sel, uart_sel;
    wire [31:0] gpio_rdata;
    cpu_core CPU (
        .clk(clk),
        .reset_n(reset_n),
        .imem_addr(imem_addr),
        .imem_rdata(imem_rdata),
        .dmem_addr(dmem_addr),
        .dmem_wdata(dmem_wdata),
        .dmem_we(dmem_we),
        .dmem_rdata(dmem_rdata)
    );
    instr_mem IMEM (
        .addr(imem_addr),
        .rdata(imem_rdata)
    );
    apb_bus BUS (
        .addr(dmem_addr),
        .gpio_sel(gpio_sel),
        .uart_sel(uart_sel)
    );
    gpio GPIO (
        .PCLK(clk),
        .PRESETn(reset_n),
        .PSEL(gpio_sel),
        .PWRITE(dmem_we),
        .PWDATA(dmem_wdata),
        .PRDATA(gpio_rdata),
        .gpio_out(gpio_out)
    );
    uart_tx UART (
        .clk(clk),
        .reset_n(reset_n),
        .tx_start(uart_sel && dmem_we),
        .tx_data(dmem_wdata[7:0]),
        .tx(uart_tx),
        .busy()
    );
    assign dmem_rdata = gpio_sel ? gpio_rdata : 32'h0;
endmodule
module uart_tx (
    input         clk,
    input         reset_n,
    input         tx_start,
    input  [7:0]  tx_data,
    output        tx,
    output        busy
);
    reg [9:0] shift;
    reg [3:0] count;
    reg       active;
    assign tx   = active ? shift[0] : 1'b1;
    assign busy = active;
    always @(posedge clk or negedge reset_n) begin
        if(!reset_n) begin
            active <= 0;
        end else begin
            if(tx_start && !active) begin
                shift  <= {1'b1, tx_data, 1'b0};  
                count  <= 10;
                active <= 1;
            end else if(active) begin
                shift <= shift >> 1;
                count <= count - 1;
                if(count == 1)
                    active <= 0;
            end
        end
    end
endmodule
==> run.sh <==
#!/bin/bash
# OpenROAD 26Q1-2900-gdf79404cd8, Yosys 0.63+post, stock flow scripts
make -C /OpenROAD-flow-scripts/flow DESIGN_CONFIG=/design/flow/config.mk WORK_HOME=/design/flow/orfs finish
==> CHANGELOG.md <==
### Changed

- Wire per inst: 5.12 µm
- Top area contributor share: 0.412
- Crit path kind: reg2out
- Chip area: 0.00640 mm²
- Cells after DPL: 73
- Ratio of cells with drive above 1 in the final layout: 0.129
- Non-Filler Instances: about 77
- All-Layer GR Usage: 0.0119
- Via count: 152
- Part of the Yosys area used for sequential elements: 0.498
- Sw frac: 0.177
- Fmax: around 680 MHz
- Via density: 1.97
- Comb pwr share: 0.013
- Met2 usage in global routing: 0.0169
- Congestion Overflow GR: 0
- DR pass1 iterations: 3
- Clock network fraction of total power: 0.501
- P_sw: 50.8 µW
- DR iter-0 viols: 6
- Yosys chip area: 292 µm²
- #FFs+latches synth: 5
- Flop2flop setup slack: 550 ps
- Sink Count: 5
- RSZ-0062 raised after global routing: no
- Design Area, Final: 362 µm²
- Root Buffer: clkbuf_4
- Worst setup SP type: register
- Clock-pin slew on the worst setup and hold paths: 40 ps
- GR peak layer: met2
- Area grow syn2layout: 24.0%
- # setup viols final: 0
- Cell Type Count: 11
- First-pass GRT wire length: about 610 µm
- Final Core Density: 0.106
- CTS Hold Bufs: 0
- Peak VDD IR: 0.169 mV
- Post-CTS resize count: 0
- Tool warning count: 26
- TritonCTS Buffers: 3
- CTS tree: done
- Antenna violations before repair: 0
- M1 GR Usage: 0.0128
- Final antenna-violating net count: 0
- Vias in the first global route: between 150 and 200
- P_int: 236 µW
- Hold crit path type: in2async
- R2R depth: 3
- FP Rows: 21
- Clock Latency Late Sink: 240 ps
- I/O Buffers: 2
- I/O pins: 11
- Syn Area/Cell: 11.2 µm²
- Top-count cell post-synth: buf_4
- Global-route met3 utilization: 0.0102
- Async S/R FF share, synth: 0.200
- Postcts setup bufs: 0
- Dpl cell area: 335 µm²
- Setup TNS Final: 0 ps
- Ys cells: 26
- Die X: 80 µm
- Leakage: 0.140 nW
- Final WL: 394 µm
- Crit. Startpoint: UART.active
- Hpwl dp: approximately 340 µm
- Die Ht: 80 µm
- Power Density: 792 mW/mm²
- Worst-path maximum fanout: 2
- H-tree lvl count: 1
- Critical Path Sink Type: output port
- Fin. Hold Viols: 0
- Clock skew: between 0.9 and 1 ps
- Synthesized instance count: 26
- Worst r2r src: UART.count[0]
- Largest net degree at the start of global routing: 5
- Synth top area cells: edfxtp_1, buf_4, dfrtp_1
- Floorplan utilization: 0.0853
- Outcome: finished clean
- Sequential power share: 0.487
- Fillers: between 300 and 400
- Area leader, netlist: edfxtp_1
- Placer congestion estimate: about 0.71
- DRC Markers: 0
- Flip-flops with a built-in enable: 4
- Max Slew Vio Count: 0
- Ys flop type: edfxtp_1
- Mapped cell area: 292 µm²
- Clock Path Buffers: 2
- Number of max-cap violations: 0
- Top cells by count: buf_4, edfxtp_1, inv_1, ha_1, xor2_1
- N_diodes: 0
- Fin crit period: 1470 ps
- Req. time, crit path: 1280 ps
- Syn. warnings: 5
- Core footprint: 0.00342 mm²
- Final period util: 0.916
- Worst path arrival time: ~1200 ps
==> power by group through the flow <==
| stage | sequential [mW] | combinational (mW) | clock (mW) |
|---|---|---|---|
| 4_1_cts | 0.139 | 0.00442 | 0.150 |
| 6_report | 0.139 | 0.00364 | 0.143 |
| 5_1_grt | 0.139 | 0.00495 | 0.165 |
==> critical path, cell delays in order (launching register included) <==
cell and delay, ps:
dfrtp_1 360, inv_1 80, clkdlybuf4s50_1 470
==> final timing paths <==
path / end
worst max-delay path: uart_tx
worst min-delay path: UART.active
worst max register to register: UART.count[2]
worst min register to register: UART.active
max in group asynchronous: UART.active
min in group clk0: UART.active
==> per-stage QoR <==
| step | power (mW) | setup WS [ps] | hold WS, ps |
|---|---|---|---|
| floorplan | 0.155 | 601 | 24.4 |
| global placement | 0.146 | 262 | 477 |
| detailed placement | 0.146 | 243 | 480 |
| CTS | 0.294 | 115 | 223 |
| global route | 0.309 | 83.0 | 208 |
| finish | 0.286 | 134 | 231 |
==> state kept, by name (all words and copies together), names as in the netlist <==
| signal | flops |
|---|---|
| UART.count | 4 |
| UART.active | 1 |
==> kinds of logic (layout without fill, tap and decap cells) <==
family,Yosys count,count (layout),share of synthesized area
other cells,1,8,0.0129
xor+xnor,2,2,0.0601
buf+inv,12,10,0.258
compound gates,1,1,0.0172
flops,5,5,0.498
fa+ha+maj,2,2,0.0858
simple gates,3,3,0.0687
==> placed cells by master, fill, tap and decap left out <==
cell type        n
conb_1           8
edfxtp_1         4
inv_1            4
clkbuf_4         3
xor2_1           2
ha_1             2
clkdlybuf4s50_1  2
dfrtp_1          1
nor3_2           1
and2_1           1
nor2_1           1
a21oi_1          1
clkbuf_1         1
==> metal layers <==
metal / part of all wire / vias up
li1: - / 74
met1: 0.42 / 70
met2: 0.44 / 8
met3: 0.14 / 0
met4: 0 / 0
met5: 0 / -
==> final cells by class <==
cell class,instances,area [µm²],area share
Sequential cell,5,145,0.401
Multi-Input combinational cell,16,97.6,0.270
Tap cell,46,57.6,0.159
Clock buffer,4,26.3,0.0727
Timing Repair Buffer,2,20.0,0.0554
Inverter,4,15.0,0.0415
Power is estimated from default activity; no workload was simulated.
